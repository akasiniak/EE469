[design/flow/run.sh]
#!/bin/bash
# OpenROAD 26Q1-2900-gdf79404cd8, Yosys 0.63+post, stock flow scripts
make -C /OpenROAD-flow-scripts/flow DESIGN_CONFIG=/design/flow/config.mk WORK_HOME=/design/flow/orfs finish
[design/flow/config.mk]
export PLATFORM = sky130hd
export DESIGN_NAME = mux32to1
export DESIGN_NICKNAME = mux32to1
export VERILOG_FILES = /design/flow/design.v
export SDC_FILE = /design/flow/constraint.sdc
export NUM_CORES = 4
export LEC_CHECK = 1
export CORE_AREA = 10 10 70 70
export DIE_AREA = 0 0 80 80
[design/flow/constraint.sdc]
current_design mux32to1

set clk_period 2.9
set clk_io_pct 0.2

create_clock -name clk0 -period $clk_period

set non_clock_inputs [all_inputs -no_clocks]
set_input_delay [expr $clk_period * $clk_io_pct] -clock clk0 $non_clock_inputs
set_output_delay [expr $clk_period * $clk_io_pct] -clock clk0 [all_outputs]
[design/flow/design.v]
module mux16to1 (out, select, muxIn);
	input logic [3:0] select;
	input logic [15:0] muxIn;
	output logic out;
	logic [1:0] outBottom3Bits;
	mux8to1 selectBottom3Bits1 (.out(outBottom3Bits[0]), .muxIn(muxIn[7:0]), .select(select[2:0]));
	mux8to1 selectBottom3Bits2 (.out(outBottom3Bits[1]), .muxIn(muxIn[15:8]), .select(select[2:0]));
	mux2to1 selectTopBit (.out(out), .in(outBottom3Bits), .select(select[3]));
endmodule
module mux16to1_testbench;
	logic [3:0] select;
	logic [15:0] muxIn;
	logic out;
	initial begin
		integer i;
		integer j;
		for(i = 0; i < 16; i++) begin
			select = i;
			muxIn = 1;
			for(j = 0; j < 16; j++) begin
				#10;
				muxIn = muxIn << 1;
			end
		end
	end
	mux16to1 dut(.out, .select, .muxIn);
endmodule
`timescale 1ns/10ps
module mux2to1 (out, in, select);
	input logic [1:0] in;
	input logic select;
	output logic out;
	logic topBitSelect, bottomBitSelect;
	and #50 theTopAndGate(topBitSelect, in[1], select);
	and #50 theBottomAndGate(bottomBitSelect, in[0], ~select);
	or #50 theOrGate(out, topBitSelect, bottomBitSelect);
endmodule
module mux2to1_testbench;
	logic [1:0] in;
	logic select;
	logic out;
	initial begin
		in = 'b00; select = 0; #10;
                 select = 1; #10;
		in = 'b01; select = 0; #10;
                 select = 1; #10;
		in = 'b10; select = 0; #10;
					  select = 1; #10;
		in = 'b11; select = 0; #10;
					  select = 1; #10;
	end
	mux2to1 dut (.out, .in, .select);	
endmodule
module mux32to1 (out, select, muxIn);
	input logic [4:0] select;
	input logic [31:0] muxIn;
	output logic out;
	logic [1:0] outBottom4Bits;
	mux16to1 selectBottom4Bits1 (.out(outBottom4Bits[0]), .muxIn(muxIn[15:0]), .select(select[3:0]));
	mux16to1 selectBottom4Bits2 (.out(outBottom4Bits[1]), .muxIn(muxIn[31:16]), .select(select[3:0]));
	mux2to1 selectTopBit (.out(out), .in(outBottom4Bits), .select(select[4]));
endmodule
module mux32to1_testbench;
	logic [4:0] select;
	logic [31:0] muxIn;
	logic out;
	initial begin
		integer i;
		integer j;
		for(i = 0; i < 32; i++) begin
			select = i;
			muxIn = 1;
			for(j = 0; j < 32; j++) begin
				#10;
				muxIn = muxIn << 1;
			end
		end
	end
	mux32to1 dut(.out, .select, .muxIn);
endmodule
module mux4to1 (out, select, muxIn);
	input logic [1:0] select;
	input logic [3:0] muxIn;
	output logic out;
	logic [1:0] outBottomBit;
	mux2to1 selectBottomBit1 (.out(outBottomBit[0]), .in(muxIn[1:0]), .select(select[0]));
	mux2to1 selectBottomBit2 (.out(outBottomBit[1]), .in(muxIn[3:2]), .select(select[0]));
	mux2to1 selectTopBit (.out(out), .in(outBottomBit), .select(select[1]));
endmodule
module mux4to1_testbench;
	logic [1:0] select;
	logic [3:0] muxIn;
	logic out;
	initial begin
		integer i;
		integer j;
		for(i = 0; i < 4; i++) begin
			select = i;
			muxIn = 1;
			for(j = 0; j < 4; j++) begin
				#10;
				muxIn = muxIn << 1;
			end
		end
	end
	mux4to1 dut(.out, .select, .muxIn);
endmodule
module mux8to1 (out, select, muxIn);
	input logic [2:0] select;
	input logic [7:0] muxIn;
	output logic out;
	logic [1:0] outBottom2Bits;
	mux4to1 selectBottom2Bits1 (.out(outBottom2Bits[0]), .muxIn(muxIn[3:0]), .select(select[1:0]));
	mux4to1 selectBottom2Bits2 (.out(outBottom2Bits[1]), .muxIn(muxIn[7:4]), .select(select[1:0]));
	mux2to1 selectTopBit (.out(out), .in(outBottom2Bits), .select(select[2]));
endmodule
module mux8to1_testbench;
	logic [2:0] select;
	logic [7:0] muxIn;
	logic out;
	initial begin
		integer i;
		integer j;
		for(i = 0; i < 8; i++) begin
			select = i;
			muxIn = 1;
			for(j = 0; j < 8; j++) begin
				#10;
				muxIn = muxIn << 1;
			end
		end
	end
	mux8to1 dut(.out, .select, .muxIn);
endmodule
==> run summary <==
Syn Std Cell Area: 325.3 µm²
worst hold slack: 2.069 ns
clock buffer count: 0
hpwl dp: 1.379 mm
layout cells sized above 1: 0.08642
status: complete, no violations
Max IR drop VDD: 0.03213 mV
synthesized instance count: 41
crit path DAT: 2.24 ns
ant diodes: 0
# Cells Yosys: 41
post-synth top area cell: mux2i_1
YS chip area: 325.3 µm²
routed vias: 448
HP Class: primary input to output port
final hold violation count: 0
port bufs: 38
fillcell total: 380
Placeable Area: 3416 µm²
Total Routing Usage GR: 0.04411
Area Growth Syn to Fin: 142.3%
crit path kind: primary input to output port
Slew Limit Fails: 0
tool warnings: 32
routed vias/inst: 3.528
Syn Area/Cell: 7.934 µm²
RSZ-0062 raised after global routing: no
final wirelength: 1.499 mm
Seq cells: 0
vias in the first global route: 468
biggest area cells: mux2i_1 (49%), a22oi_1 (9.2%), nand2_1 (6.9%)
crit share post-route: 0.9708
Pre-Repair DR Iteration Count: 4
Cell Type Count: 15
Tot Pwr: 0.09984 mW
register area: 0 µm²
die extent in y: 80 µm
Routed wire per std cell: 11.80 µm
Area leader share: 0.4923
Crit. End Element: output port
Rows: 21
Ys Warns: 0
Worst-Margin Slew: 0.2430 ns
initial drt markers: 22
chip area: 6400 µm²
Overflow after GRT: 0
PwrDens: 126.7 nW/µm²
LEAKAGE: 0.3258 nW
FP Util: 0.09524
count leader, synth: mux2i_1
placed cells: 125
GPL Wtd Cong: 0.7781
Max FO, Critical Path: 8
worst rel slew slack: 0.8377
Commonest cells post-synth: mux2i_1 (16), nand2_1 (6), a22oi_1 (4), a21oi_1 (3), nand3_1 (2)
largest net degree at the start of global routing: 9
initial antenna violation count: 0
Die Width: 80 µm
number of max-cap violations: 0
post-synthesis sequential area ratio: 0
final setup fails: 0
DR DRC count: 0
I/O Pins: 38
Period minus WS final: 2.815 ns
fin cells: 127
Post-DRT Antenna Nets: 0
CP Launch Type: primary input
fmax: 355.2 MHz
CTS Hold Bufs: 0
first-pass GRT wire length: 2.270 mm
WP data required: 2.32 ns
worst max-delay path: stages:
cell and delay, ns:
dlygate4sd2_1 0.27, buf_12 0.15, mux2i_1 0.23, a22oi_2 0.10, nand4b_1 0.10, a21oi_1 0.04
a311o_1 0.33, clkdlybuf4s50_1 0.43
logic make-up (layout without fill, tap and decap cells):
group,after synthesis,after routing,share of synthesized area
AND-OR/OR-AND,9,9,0.1923
buffers and inverters,2,42,0.09615
multiplexers,16,16,0.4923
AND/OR/NAND/NOR,14,14,0.2193
report_power, final:
| group | internal, mW | switching [mW] | total (mW) | leakage [nW] |
|---|---|---|---|---|
| clock | 0 | 0 | 0 | 0 |
| combinational | 0.0704 | 0.0295 | 0.0998 | 0.326 |
| sequential | 0 | 0 | 0 | 0 |
layout by cell type, fill, tap and decap left out, drive strengths merged:
master / n
a211oi: 1
dlygate4sd2: 2
nand2: 6
nand4b: 1
dlymetal6s2s: 1
a311o: 1
mux2i: 16
a21oi: 3
and2b: 1
nor2b: 1
nand2b: 1
a22oi: 4
and2: 1
buf: 4
nor2: 1
clkdlybuf4s50: 35
nand3: 2
metal layers:
| layer | global-route usage | routed length, µm |
|---|---|---|
| met1 | 0.05607 | 645 |
| met2 | 0.07624 | 730 |
| met3 | 0.01250 | 123 |
| met4 | 0 | 0 |
| met5 | 0 | 0 |
layout make-up:
cell class | instances | area [µm²] | area share
multi-input combinational | 39 | 304.0 | 0.3857
timing repair buffer | 42 | 426.7 | 0.5413
tap | 46 | 57.56 | 0.07302
final timing paths:
kind | start | end | slack (ns) | cells after the start
min | select[0] | out | 2.07 | 5
max | select[1] | out | 0.08 | 8
repair_timing:
action	CTS	global route
buffers inserted	1	1
pin swaps	1	0
gates resized	4	3
setup endpoints to repair	1	1
per-stage QoR:
stage | TNS [ns] | cell area, µm² | setup slack, ns | util
global route | 0 | 788.3 | 0.003733 | 0.2308
CTS | 0 | 772.0 | 0.04047 | 0.2260
finish | 0 | 788.3 | 0.08470 | 0.2308
global placement | -0.2390 | 759.5 | -0.2390 | 0.2223
floorplan | 0 | 325.3 | 0.8916 | -
detailed placement | -0.2378 | 759.5 | -0.2378 | 0.2223
Power and IR drop assume default switching activity.
