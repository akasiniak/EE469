$ cat flow/design.v
`timescale 1ns/10ps
module full_adder(out, Cout, A, B, Cin);
	parameter DELAY = 0.5;
	output logic out, Cout;
	input logic A, B, Cin;
	logic xor1_out, and1_out, and2_out;
	xor #DELAY xor1 (xor1_out, A, B);
	xor #DELAY xor2 (out, xor1_out, Cin);
	and #DELAY and1 (and1_out, xor1_out, Cin);
	and #DELAY and2 (and2_out, A, B);
	or #DELAY or1 (Cout, and1_out, and2_out);
endmodule
module full_adder_testbench;
	logic out, Cout;
	logic A, B, Cin;
	full_adder dut (.out, .Cout, .A, .B, .Cin);
	initial begin
		integer i;
		integer j;
		for(i = 0; i < 4; i++) begin
			Cin = 1;
			A = i;
			for(j = 0; j < 4; j++) begin
				#200;
				B = j;
			end
		end
	end
endmodule
`timescale 1ns/10ps
module adder64Bit(result, A, B);
	input logic [63:0] A, B;
	output logic [63:0] result;
	logic [63:0] carryLogic, negMuxOut;
	parameter DELAY = 0.5;
	full_adder adder0(.out(result[0]), .Cout(carryLogic[0]), .A(A[0]), .B(B[0]), .Cin(1'b0));
	genvar i;
	generate
		for(i = 1; i < 64; i++) begin: eachAdder
			full_adder adders(.out(result[i]), .Cout(carryLogic[i]), .A(A[i]), .B(B[i]), .Cin(carryLogic[i-1]));
		end
	endgenerate
endmodule
module adder64Bit_testbench;
	logic [63:0] A,B;
	logic [63:0] result;
	adder64Bit dut(.result, .A, .B);
	integer i;
	initial begin
		A[63:0] = 12412;
		B[63:0] = 4;
		#100;
		A[63:0] = result[63:0];
		B[63:0] = 4;
		#100;
		A[63:0] = result[63:0];
		B[63:0] = 1234;
		#100;
		A[63:0] = result[63:0];
		B[63:0] = 4;
		#100;
		A[63:0] = result[63:0];
		for(i = 0; i < 63; i++) begin
			B[i] = 1'b1;
		end
		B[63] = 0;
		#100;
		A[63:0] = result[63:0];
	end
endmodule
$ cat flow/config.mk
export PLATFORM = sky130hd
export DESIGN_NAME = adder64Bit
export DESIGN_NICKNAME = adder64Bit
export VERILOG_FILES = /design/flow/design.v
export SDC_FILE = /design/flow/constraint.sdc
export NUM_CORES = 4
export LEC_CHECK = 1
export CORE_AREA = 10 10 113 113
export DIE_AREA = 0 0 123 123
$ cat flow/run.sh
#!/bin/bash
# OpenROAD 26Q1-2900-gdf79404cd8, Yosys 0.63+post, stock flow scripts
make -C /OpenROAD-flow-scripts/flow DESIGN_CONFIG=/design/flow/config.mk WORK_HOME=/design/flow/orfs finish
$ cat flow/constraint.sdc
current_design adder64Bit

set clk_period 60.6
set clk_io_pct 0.2

create_clock -name clk0 -period $clk_period

set non_clock_inputs [all_inputs -no_clocks]
set_input_delay [expr $clk_period * $clk_io_pct] -clock clk0 $non_clock_inputs
set_output_delay [expr $clk_period * $clk_io_pct] -clock clk0 [all_outputs]
==> summary.txt <==
flow finished, numbers: Commonest Layout Cell clkdlybuf4s50_1, hold_buf cts 0, # clk buffers 0, WL final 6570 µm, DR top layer met3, WP data required a little under 50 ns, synthesized instance count 128, CP max stage cell clkdlybuf4s50_1, floorplan utilization 0.170, Seq/Total Area, Yosys 0, post_cts resized 0, DR WL met2 2380 µm, status complete, no violations, DP Wirelength 6490 µm, OpenROAD warning count 32, Non-Filler Instances 392, GR Util All Layers 0.0808, Synth cell types 4, final worst-path cycle share 0.827, I/O Pins 192, # DRC 0, Setup TNS 0 ns, unrepaired setup endpoints after global routing false, total leakage power 1.23 nW, Worst Path Class, Setup in2out, crit path time final roughly 50 ns, area share, top type 0.706, ANT nets after route 0, filler cell count in the final layout between 1,000 and 1,500, DR pass1 iterations 3, Synth Cell Area 1760 µm², # Post-CTS Setup Buffers 0, hold path depth 3, IO buf count 192, Arr. time, crit path 37.97 ns, ys cells 128, Rows 37, synthesis-to-layout area growth 91.7%, peak supply drop 3.79 µV, relative slew slack 0.920, Critical Path Start Type primary input, CP Max Fanout 1, drt wl/cell 16.8 µm, 1st-iter DRT viols 11, die area around 15,000 µm², antenna violations before repair 0, worst slew pin tran 0.120 ns, Worst setup EP type primary output, YS chip area 1760 µm², Layout Utilization 0.326, CP peak stage delay 0.46 ns, vias post-DR 1,376, most frequent cell on the critical path fa_1, Post-synth area hogs fa_1 71%, buf_4 27%, xor3_1 1.4%, core footprint 10,300 µm², WL met1 2360 µm, Die Y around 120 µm, placed cell count 392, Peak Freq 20.0 MHz, number of global-route vias before repair 1,661, Seq. cell area 0 µm², ant diodes 0, most frequent cells in the layout 192 x clkdlybuf4s50_1, 62 x fa_1, 1 x xor3_1, 1 x ha_1, Slew Viols, Final 0, Final Hold Viols 0, post-synth top area cell fa_1, FF+latch count 0, largest net degree at the start of global routing 2, WL met3 1830 µm, first-pass GRT wire length 9380 µm, pwr/cell area roughly 10 nW/µm², Max-Cap Viols 0, die width 123 µm, grt ovf 0, layout cells sized above 1 0, gpl congestion 0.890, Mapped Avg Cell Area between 10 and 15 µm², Via-to-Cell Ratio 3.51, final setup vio count 0, Pwr Total 0.0000346 W, yosys warns 0, min-delay worst type in2out
-- through the flow --
| step | area, µm² | hold slack, ns | setup slack (ns) |
|---|---|---|---|
| 6_report | 3370 | 25.23 | 10.51 |
| 5_1_grt | 3370 | 25.30 | 9.56 |
| 4_1_cts | 3370 | 25.24 | 10.36 |
| 3_5_place_dp | 3370 | 25.24 | 10.36 |
| 3_3_place_gp | 3370 | 25.24 | 10.54 |
| 2_1_floorplan | 1760 | 24.41 | 12.19 |
-- final timing paths --
kind | startpoint | endpoint | slack (ns)
min | A[63] | result[63] | 25.23
max | A[0] | result[63] | 10.51
-- layer usage --
| metal | track usage | vias up |
|---|---|---|
| met4 | 0 | 0 |
| met5 | 0 | - |
| met2 | 0.113 | 172 |
| met3 | 0.0796 | 0 |
| met1 | 0.0935 | 626 |
| li1 | - | 578 |
-- area by class of cell --
| class | count | area [µm²] | area share |
|---|---|---|---|
| Multi-Input combinational cell | 64 | 1280 | 0.379 |
| Tap cell | 136 | 170 | 0.0505 |
| Timing Repair Buffer | 192 | 1920 | 0.570 |
-- cells in the mapped netlist (all sizes together) --
library cell	count
buf	64
fa	62
ha	1
xor3	1
-- cells by family after synthesis --
| kind of cell | Yosys count | synth area share |
|---|---|---|
| XOR/XNOR | 1 | 0.0135 |
| adder cells (fa/ha/maj) | 63 | 0.713 |
| buffers and inverters | 64 | 0.273 |
-- worst max-delay path: cells and delay by family --
family,cells,cell delay [ns]
XOR/XNOR,1,0.37
adder cells (fa/ha/maj),63,24.61
buffers and inverters,2,0.86
-- power breakdown --
part / internal (W) / switching, W
combinational: 0.0000257 / 0.00000885
clock: 0 / 0
sequential: 0 / 0
Power figures rest on the tool's default switching activity, not on a simulated workload.
