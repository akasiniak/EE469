**flow/run.sh**
```bash
#!/bin/bash
# OpenROAD 26Q1-2900-gdf79404cd8, Yosys 0.63+post, stock flow scripts
make -C /OpenROAD-flow-scripts/flow DESIGN_CONFIG=/design/flow/config.mk WORK_HOME=/design/flow/orfs finish
```
**flow/config.mk**
```make
export PLATFORM = sky130hd
export DESIGN_NAME = MOVUNIT
export DESIGN_NICKNAME = MOVUNIT
export VERILOG_FILES = /design/flow/design.v
export SDC_FILE = /design/flow/constraint.sdc
export NUM_CORES = 4
export LEC_CHECK = 1
export CORE_AREA = 10 10 102 102
export DIE_AREA = 0 0 112 112
```
**flow/constraint.sdc**
```tcl
current_design MOVUNIT

set clk_period 2.0
set clk_io_pct 0.2

create_clock -name clk0 -period $clk_period

set non_clock_inputs [all_inputs -no_clocks]
set_input_delay [expr $clk_period * $clk_io_pct] -clock clk0 $non_clock_inputs
set_output_delay [expr $clk_period * $clk_io_pct] -clock clk0 [all_outputs]
```
**flow/design.v**
```verilog
`timescale 1ns/10ps
module mux2to1 (out, in, select);
	input logic [1:0] in;
	input logic select;
	output logic out;
	logic topBitSelect, bottomBitSelect;
	and #50 theTopAndGate(topBitSelect, in[1], select);
	and #50 theBottomAndGate(bottomBitSelect, in[0], ~select);
	or #50 theOrGate(out, topBitSelect, bottomBitSelect);
endmodule
module mux2to1_testbench;
	logic [1:0] in;
	logic select;
	logic out;
	initial begin
		in = 'b00; select = 0; #10;
                 select = 1; #10;
		in = 'b01; select = 0; #10;
                 select = 1; #10;
		in = 'b10; select = 0; #10;
					  select = 1; #10;
		in = 'b11; select = 0; #10;
					  select = 1; #10;
	end
	mux2to1 dut (.out, .in, .select);	
endmodule
module mux4to1 (out, select, muxIn);
	input logic [1:0] select;
	input logic [3:0] muxIn;
	output logic out;
	logic [1:0] outBottomBit;
	mux2to1 selectBottomBit1 (.out(outBottomBit[0]), .in(muxIn[1:0]), .select(select[0]));
	mux2to1 selectBottomBit2 (.out(outBottomBit[1]), .in(muxIn[3:2]), .select(select[0]));
	mux2to1 selectTopBit (.out(out), .in(outBottomBit), .select(select[1]));
endmodule
module mux4to1_testbench;
	logic [1:0] select;
	logic [3:0] muxIn;
	logic out;
	initial begin
		integer i;
		integer j;
		for(i = 0; i < 4; i++) begin
			select = i;
			muxIn = 1;
			for(j = 0; j < 4; j++) begin
				#10;
				muxIn = muxIn << 1;
			end
		end
	end
	mux4to1 dut(.out, .select, .muxIn);
endmodule
`timescale 1ns/10ps
module MOVCntrl (muxCntrl, SHAMT, MOVZ);
	parameter DELAY = 0.05;	
	output logic [3:0][1:0] muxCntrl;
	input logic [1:0] SHAMT;
	input logic MOVZ;
	logic [3:0] cntrl1Logic, cntrl0Logic;
	logic [1:0] cntrl1Inverter;
	logic [1:0] cntrl0Inverter;
	or #DELAY orUnit0(cntrl1Logic[0], SHAMT[1], SHAMT[0]);
	and #DELAY andUnit0(muxCntrl[0][1], MOVZ, cntrl1Logic[0]);
	nor #DELAY norUnit0(muxCntrl[0][0], SHAMT[1], SHAMT[0]);
	not #DELAY notUnit0(cntrl1Inverter[0], SHAMT[1]);
	nand #DELAY nandUnit0(cntrl1Logic[1], cntrl1Inverter[0], SHAMT[0]);
	and #DELAY andUnit1(muxCntrl[1][1], cntrl1Logic[1], MOVZ);
	not #DELAY notUnit1(cntrl0Inverter[0], SHAMT[1]);
	and #DELAY andUnit2(muxCntrl[1][0], cntrl0Inverter[0], SHAMT[0]);
	not #DELAY notUnit2(cntrl1Inverter[1], SHAMT[0]);
	nand #DELAY nandUnit1(cntrl1Logic[2], cntrl1Inverter[1], SHAMT[1]);
	and #DELAY andUnit3(muxCntrl[2][1], cntrl1Logic[2], MOVZ);
	not #DELAY notUnit3(cntrl0Inverter[1], SHAMT[0]);
	and #DELAY andUnit4(muxCntrl[2][0], cntrl0Inverter[1], SHAMT[1]);
	nand #DELAY nandUnit2(cntrl1Logic[3], SHAMT[1], SHAMT[0]);
	and #DELAY andUnit5(muxCntrl[3][1], cntrl1Logic[3], MOVZ);
	and #DELAY andUnit6(muxCntrl[3][0], SHAMT[0], SHAMT[1]);
endmodule
module MOVCntrl_testbench;
	logic [3:0][1:0] muxCntrl;
	logic [1:0] SHAMT;
	logic MOVZ;
	integer i;
	MOVCntrl dut (.muxCntrl, .SHAMT, .MOVZ);
	initial begin
		MOVZ = 1'b1;
		for(i = 0; i < 8; i++) begin
			SHAMT[1:0] = i/2;
			MOVZ = ~MOVZ;
			#10;
		end 
	end
endmodule
`timescale 1ns/10ps
module MOVUNIT (result, IMM16, Rd, MOVZ, SHAMT);
	parameter DELAY = 0.05;
	output logic [63:0] result;
	input logic [63:0] Rd;
	input logic [15:0] IMM16;
	input logic [1:0] SHAMT;
	input logic MOVZ;
	logic [3:0][1:0] muxCntrl;
	logic [63:0][3:0] intoMux;
	integer i;
	always_comb begin
		for(i = 0; i < 64; i++) begin
			intoMux[i][0] = Rd[i];
			intoMux[i][1] = IMM16[i % 16];
			intoMux[i][2] = 0;
		end
	end
	MOVCntrl controlUnit(.muxCntrl, .SHAMT, .MOVZ);
	genvar j;
	generate
		for(j = 0; j < 64; j++) begin: MOVLogic
			mux4to1 eachMux(.out(result[j]), .select(muxCntrl[j / 16][1:0]), .muxIn(intoMux[j][3:0]));
		end
	endgenerate
endmodule
module MOVUNIT_testbench;
	logic [63:0] result, Rd;
	logic [15:0] IMM16;
	logic [1:0] SHAMT;
	logic MOVZ;
	MOVUNIT dut(.result, .IMM16, .Rd, .MOVZ, .SHAMT);
	integer i;
	initial begin
		Rd[63:0] = 4125124;
		IMM16[15:0] = 342341;
		for(i = 0; i < 8; i++) begin
			SHAMT[1:0] = i;
			MOVZ = i/4;
			#1000;
		end
	end
endmodule
```
==> flow_summary.ini <==
; flow metrics
[run_status]
outcome = finished, final reports clean

[final_timing]
fmax_ghz = 0.5059
max_slew.worst_pin.slew_ps = 223.7
rsz_0062_raised_after_global_routing = yes
finalClockPeriodUsage_pct = 98.84
hold_viol = 0
slew_viol_final = 0
finalSetupViolations = 0
post_layout_min_period_ps = 1977
final.setup.tns_ps = 0
final_setup_slack_of_the_worst_path_ps = 23.29
max_slew_margin_pct = 85.09

[synth]
synthesis.instances = 229
post_synthesis_area_per_instance_sq_um = 8.021
yosysWarningCount = 65
synth-seq-area-share_pct = 0
netlist_area_sq_um = 1837
synth_chip_area_sq_um = 1837
yosysCellCount = 229
post_synth_num_cell_types = 13

[setup_path]
crit_type = input pin to output pin
worst_setup_path_start_kind = input pin
worst-path-max-fanout = 6
data_required_time_of_the_worst_path_ps = 1600
worstSetupEndpointType = output pin
critical_path_arrival_ps = 1580

[routing]
routed_via_density = 4.101
wl_per_cell_um = 17.00
postRouteWirelength_um = 7377
drt-pass1-iter-count = 4
vias = 1780
antennaDiodeCount = 0
post_drt_antenna_nets = 0
route.detailed.drc = 0
detailedRoute.firstIterationViolations = 38

[global_routing]
first_global_vias = 1924
grt.overflow.total = 0
grt_antenna_before_repair = 0
grt_max_degree = 33
global_route_wire_length_before_repair_um = 11450
grt_use_total_pct = 11.01

[pwr]
power.density_nw_per_um2 = 197.1
p_leak_nw = 1.601
power_frac_clock_pct = 0
ir_worst_vdd_mv = 0.06899
intPower_w = 0.0004526
power.share.switching_pct = 28.65
comb_power_share_pct = 100.0
netSwitchingPower_w = 0.0001818
seq_power_share_pct = 0

[hold_path]
hp-start = SHAMT[1]
whs_path_depth = 5
worst_hold_path_type = input pin to output pin
min_delay_worst_endpoint = result[58]

[cells_and_area]
design_area_sq_um = 3218
seq_cell_count = 0
layout.clock_buffers = 0
fraction_of_final_layout_cells_with_drive_strength_greater_than_1_pct = 29.79
area_growth_pct = 75.20
seq_area_sq_um = 0
fin_util_pct = 39.17
layoutNonFillerInstCount = 434

[floorplan]
floorplan.die.width_um = 112
chipArea_sq_um = 12540
core_area_sq_um = 8217
io_pins = 147
placement_rows = 33
initial_utilization_pct = 22.35
die_y_um = 112

[place]
placement.io_buffers = 147
place.detailed.hpwl_um = 5953
placedInstanceArea_sq_um = 3093
finalWeightedCongestion = 0.7907
dp.cells = 424
dp_worst_setup_slack_ps = -538.6

[flow_run]
number_of_maximum_capacitance_constraint_violations = 0
stage_log_warnings = 34
[cells by family after synthesis]
family | count (synthesis) | synth area share (%)
AND/OR/NAND/NOR | 84 | 29.63
AND-OR/OR-AND | 16 | 4.360
multiplexers | 48 | 33.51
buffers and inverters | 81 | 32.49
[layout make-up]
| cell class | count | area, sq um |
|---|---|---|
| Fill cell | 834 | 4999 |
| Multi-Input combinational cell | 148 | 1277 |
| Tap cell | 105 | 131.4 |
| Timing Repair Buffer | 181 | 1809 |
[stage by stage]
stage	total power, W	hold WS [ps]
2_1_floorplan	0.0003380	990.3
3_3_place_gp	0.0006554	1672
3_5_place_dp	0.0006565	1676
4_1_cts	0.0006448	1345
5_1_grt	0.0006940	1349
6_report	0.0006343	1290
[critical path, cell delays in order]
cell	delay [ps]
buf_8	100
buf_6	110
nor2_4	130
buf_12	120
buf_12	110
buf_12	110
buf_6	90
mux2_4	290
buf_6	110
[power groups by stage]
stage	Combinational, W	Clock [W]	Sequential (W)
CTS	0.000645	0	0
global route	0.000694	0	0
finish	0.000634	0	0
[routing by layer]
metal / up-vias / GRT usage (%) / part of all wire (%)
met2: 86 / 17.60 / 45
met3: 0 / 4.017 / 9.4
met5: - / 0 / 0
met4: 0 / 0.3384 / 0
met1: 803 / 14.62 / 46
li1: 891 / - / -
[what timing repair did]
action | in CTS | in global routing
pin swaps | 1 | 2
setup endpoints to repair | 64 | 24
hold endpoints to repair | 0 | 0
gates resized | 95 | 32
hold buffers | 0 | 0
cloned | 1 | 1
setup buffers | 11 | 0
[cell usage after synthesis]
cell type,number,share of area (%)
and2_0,1,0.34
and2b_1,15,6.1
buf_4,66,27
buf_6,6,3.7
clkbuf_1,9,1.8
mux2_2,28,17
mux2_4,20,16
nand2b_1,16,5.4
nand2b_4,2,1.5
nand3_1,16,4.4
nor2_4,1,0.61
nor2b_1,33,11
o21ai_0,16,4.4
[cell usage in the layout (no fill, tap or decap), drive strengths merged]
cell            n
and2            1
and2b          15
buf            38
clkbuf          6
clkdlybuf4s15   1
clkdlybuf4s50  77
dlygate4sd2    51
dlymetal6s2s    8
mux2           48
nand2b         18
nand3          16
nor2            1
nor2b          33
o21ai          16
[worst max-delay path by stage]
stage,start,end,slack (ps),cells past startpoint
final,SHAMT[1],result[15],20,9
after global routing,SHAMT[1],result[15],-30,9
after CTS,SHAMT[1],result[6],-60,8
Power is estimated from default activity; no workload was simulated.
